## design/flow/config.mk

```make
export PLATFORM = sky130hd
export DESIGN_NAME = axi4_lite_slave_wrapper
export DESIGN_NICKNAME = axi4_lite_slave_wrapper
export VERILOG_FILES = /design/flow/design.v
export SDC_FILE = /design/flow/constraint.sdc
export NUM_CORES = 4
export LEC_CHECK = 1
export CORE_UTILIZATION = 50
export SYNTH_HDL_FRONTEND = slang
```

## design/flow/constraint.sdc

```tcl
current_design axi4_lite_slave_wrapper

set clk_period 3.8
set clk_io_pct 0.2

create_clock -name clk0 -period $clk_period [get_ports {aclk}]

set non_clock_inputs [all_inputs -no_clocks]
set_input_delay [expr $clk_period * $clk_io_pct] -clock clk0 $non_clock_inputs
set_output_delay [expr $clk_period * $clk_io_pct] -clock clk0 [all_outputs]
```

## design/flow/design.v

```verilog
interface axi4_lite_if #(
  parameter int ADDR_WIDTH = 32,
  parameter int DATA_WIDTH = 32
)(
  input logic aclk,
  input logic aresetn
);
  localparam int STRB_WIDTH = DATA_WIDTH / 8;
  logic [ADDR_WIDTH-1:0] awaddr;
  logic [2:0]            awprot;
  logic                  awvalid;
  logic                  awready;
  logic [DATA_WIDTH-1:0] wdata;
  logic [STRB_WIDTH-1:0] wstrb;
  logic                  wvalid;
  logic                  wready;
  logic [1:0]            bresp;
  logic                  bvalid;
  logic                  bready;
  logic [ADDR_WIDTH-1:0] araddr;
  logic [2:0]            arprot;
  logic                  arvalid;
  logic                  arready;
  logic [DATA_WIDTH-1:0] rdata;
  logic [1:0]            rresp;
  logic                  rvalid;
  logic                  rready;
  modport master (
    input  aclk, aresetn,
    output awaddr, awprot, awvalid, input awready,
    output wdata, wstrb, wvalid, input wready,
    input  bresp, bvalid, output bready,
    output araddr, arprot, arvalid, input arready,
    input  rdata, rresp, rvalid, output rready
  );
  modport slave (
    input  aclk, aresetn,
    input  awaddr, awprot, awvalid, output awready,
    input  wdata, wstrb, wvalid, output wready,
    output bresp, bvalid, input bready,
    input  araddr, arprot, arvalid, output arready,
    output rdata, rresp, rvalid, input rready
  );
  modport monitor (
    input aclk, aresetn,
    input awaddr, awprot, awvalid, awready,
    input wdata, wstrb, wvalid, wready,
    input bresp, bvalid, bready,
    input araddr, arprot, arvalid, arready,
    input rdata, rresp, rvalid, rready
  );
endinterface : axi4_lite_if
package axi_pkg;
  typedef enum logic [1:0] {
    RESP_OKAY   = 2'b00,
    RESP_EXOKAY = 2'b01,
    RESP_SLVERR = 2'b10,
    RESP_DECERR = 2'b11
  } axi_resp_t;
  localparam int NUM_REGS = 8;
  localparam logic [7:0] REG_CTRL_OFFSET     = 8'h00;
  localparam logic [7:0] REG_STATUS_OFFSET   = 8'h04;
  localparam logic [7:0] REG_DATA_TX_OFFSET  = 8'h08;
  localparam logic [7:0] REG_DATA_RX_OFFSET  = 8'h0C;
  localparam logic [7:0] REG_IRQ_EN_OFFSET   = 8'h10;
  localparam logic [7:0] REG_IRQ_STAT_OFFSET = 8'h14;
  localparam logic [7:0] REG_SCRATCH_OFFSET  = 8'h18;
  localparam logic [7:0] REG_VERSION_OFFSET  = 8'h1C;
  localparam int REG_CTRL     = 0;
  localparam int REG_STATUS   = 1;
  localparam int REG_DATA_TX  = 2;
  localparam int REG_DATA_RX  = 3;
  localparam int REG_IRQ_EN   = 4;
  localparam int REG_IRQ_STAT = 5;
  localparam int REG_SCRATCH  = 6;
  localparam int REG_VERSION  = 7;
  localparam logic [31:0] IP_VERSION = 32'h0001_0000;
endpackage : axi_pkg
module axi4_lite_slave
  import axi_pkg::*;
#(
  parameter int ADDR_WIDTH = 32,
  parameter int DATA_WIDTH = 32
)(
  axi4_lite_if.slave slv
);
  localparam int STRB_WIDTH = DATA_WIDTH / 8;
  logic [31:0] reg_ctrl;
  logic [31:0] reg_status;
  logic [31:0] reg_data_tx;
  logic [31:0] reg_data_rx;
  logic [31:0] reg_irq_en;
  logic [31:0] reg_irq_stat;
  logic [31:0] reg_scratch;
  logic [31:0] reg_version;
  typedef enum logic [2:0] {
    S_WR_IDLE=0, S_WR_GOT_AW=1, S_WR_GOT_W=2, S_WR_WRITE=3, S_WR_RESP=4
  } wr_state_e;
  wr_state_e wr_state_q;
  logic [ADDR_WIDTH-1:0] aw_addr_q;
  logic [DATA_WIDTH-1:0] w_data_q;
  logic [STRB_WIDTH-1:0] w_strb_q;
  typedef enum logic { S_RD_IDLE=0, S_RD_RESP=1 } rd_state_e;
  rd_state_e rd_state_q;
  wire aw_fire = slv.awvalid & slv.awready;
  wire w_fire  = slv.wvalid  & slv.wready;
  wire b_fire  = slv.bvalid  & slv.bready;
  wire ar_fire = slv.arvalid & slv.arready;
  wire r_fire  = slv.rvalid  & slv.rready;
  assign slv.awready = (wr_state_q == S_WR_IDLE) || (wr_state_q == S_WR_GOT_W);
  assign slv.wready  = (wr_state_q == S_WR_IDLE) || (wr_state_q == S_WR_GOT_AW);
  assign slv.arready = (rd_state_q == S_RD_IDLE);
  wire [2:0] wr_idx = aw_addr_q[4:2];
  wire wr_ok = (aw_addr_q[31:5] == 27'd0);
  always_ff @(posedge slv.aclk or negedge slv.aresetn) begin
    if (!slv.aresetn) begin
      wr_state_q <= S_WR_IDLE;
      rd_state_q <= S_RD_IDLE;
      aw_addr_q <= '0; w_data_q <= '0; w_strb_q <= '0;
      slv.bvalid <= 0; slv.bresp <= 0;
      slv.rvalid <= 0; slv.rdata <= 0; slv.rresp <= 0;
      reg_ctrl <= 0; reg_status <= 0; reg_data_tx <= 0; reg_data_rx <= 0;
      reg_irq_en <= 0; reg_irq_stat <= 0; reg_scratch <= 0;
      reg_version <= IP_VERSION;
    end else begin
      reg_version <= IP_VERSION;
      reg_status  <= {31'd0, reg_ctrl[0]};
      reg_data_rx <= reg_data_tx;
      case (wr_state_q)
        S_WR_IDLE: begin
          slv.bvalid <= 0;
          if (aw_fire && w_fire) begin
            aw_addr_q <= slv.awaddr; w_data_q <= slv.wdata; w_strb_q <= slv.wstrb;
            wr_state_q <= S_WR_WRITE;
          end else if (aw_fire) begin
            aw_addr_q <= slv.awaddr;
            wr_state_q <= S_WR_GOT_AW;
          end else if (w_fire) begin
            w_data_q <= slv.wdata; w_strb_q <= slv.wstrb;
            wr_state_q <= S_WR_GOT_W;
          end
        end
        S_WR_GOT_AW: begin
          if (w_fire) begin
            w_data_q <= slv.wdata; w_strb_q <= slv.wstrb;
            wr_state_q <= S_WR_WRITE;
          end
        end
        S_WR_GOT_W: begin
          if (aw_fire) begin
            aw_addr_q <= slv.awaddr;
            wr_state_q <= S_WR_WRITE;
          end
        end
        S_WR_WRITE: begin
          if (wr_ok) begin
            case (wr_idx)
              3'd0: begin
                if (w_strb_q[0]) reg_ctrl[ 7: 0] <= w_data_q[ 7: 0];
                if (w_strb_q[1]) reg_ctrl[15: 8] <= w_data_q[15: 8];
                if (w_strb_q[2]) reg_ctrl[23:16] <= w_data_q[23:16];
                if (w_strb_q[3]) reg_ctrl[31:24] <= w_data_q[31:24];
              end
              3'd1: begin end  
              3'd2: begin
                if (w_strb_q[0]) reg_data_tx[ 7: 0] <= w_data_q[ 7: 0];
                if (w_strb_q[1]) reg_data_tx[15: 8] <= w_data_q[15: 8];
                if (w_strb_q[2]) reg_data_tx[23:16] <= w_data_q[23:16];
                if (w_strb_q[3]) reg_data_tx[31:24] <= w_data_q[31:24];
              end
              3'd3: begin end  
              3'd4: begin
                if (w_strb_q[0]) reg_irq_en[ 7: 0] <= w_data_q[ 7: 0];
                if (w_strb_q[1]) reg_irq_en[15: 8] <= w_data_q[15: 8];
                if (w_strb_q[2]) reg_irq_en[23:16] <= w_data_q[23:16];
                if (w_strb_q[3]) reg_irq_en[31:24] <= w_data_q[31:24];
              end
              3'd5: begin  
                if (w_strb_q[0]) begin
                  if (w_data_q[0]) reg_irq_stat[0] <= 0;
                  if (w_data_q[1]) reg_irq_stat[1] <= 0;
                  if (w_data_q[2]) reg_irq_stat[2] <= 0;
                  if (w_data_q[3]) reg_irq_stat[3] <= 0;
                  if (w_data_q[4]) reg_irq_stat[4] <= 0;
                  if (w_data_q[5]) reg_irq_stat[5] <= 0;
                  if (w_data_q[6]) reg_irq_stat[6] <= 0;
                  if (w_data_q[7]) reg_irq_stat[7] <= 0;
                end
              end
              3'd6: begin
                if (w_strb_q[0]) reg_scratch[ 7: 0] <= w_data_q[ 7: 0];
                if (w_strb_q[1]) reg_scratch[15: 8] <= w_data_q[15: 8];
                if (w_strb_q[2]) reg_scratch[23:16] <= w_data_q[23:16];
                if (w_strb_q[3]) reg_scratch[31:24] <= w_data_q[31:24];
              end
              3'd7: begin end  
              default: begin end
            endcase
          end
          slv.bvalid <= 1;
          slv.bresp  <= wr_ok ? RESP_OKAY : RESP_SLVERR;
          wr_state_q <= S_WR_RESP;
        end
        S_WR_RESP: begin
          if (b_fire) begin slv.bvalid <= 0; slv.bresp <= 0; wr_state_q <= S_WR_IDLE; end
        end
        default: begin wr_state_q <= S_WR_IDLE; slv.bvalid <= 0; end
      endcase
      case (rd_state_q)
        S_RD_IDLE: begin
          if (ar_fire) begin
            rd_state_q <= S_RD_RESP;
            slv.rvalid <= 1;
            if (slv.araddr[31:5] == 27'd0) begin
              slv.rresp <= RESP_OKAY;
              case (slv.araddr[4:2])
                3'd0: slv.rdata <= reg_ctrl;
                3'd1: slv.rdata <= reg_status;
                3'd2: slv.rdata <= reg_data_tx;
                3'd3: slv.rdata <= reg_data_rx;
                3'd4: slv.rdata <= reg_irq_en;
                3'd5: slv.rdata <= reg_irq_stat;
                3'd6: slv.rdata <= reg_scratch;
                3'd7: slv.rdata <= reg_version;
                default: slv.rdata <= 32'hDEADBEEF;
              endcase
            end else begin
              slv.rdata <= 32'hDEADBEEF;
              slv.rresp <= RESP_SLVERR;
            end
          end
        end
        S_RD_RESP: begin
          if (r_fire) begin
            rd_state_q <= S_RD_IDLE; slv.rvalid <= 0; slv.rdata <= 0; slv.rresp <= 0;
          end
        end
        default: begin rd_state_q <= S_RD_IDLE; slv.rvalid <= 0; end
      endcase
    end
  end
endmodule : axi4_lite_slave
module axi4_lite_slave_wrapper
  import axi_pkg::*;
#(
  parameter int ADDR_WIDTH = 32,
  parameter int DATA_WIDTH = 32
)(
  input  logic                      aclk,
  input  logic                      aresetn,
  input  logic [ADDR_WIDTH-1:0]     s_axi_awaddr,
  input  logic [2:0]                s_axi_awprot,
  input  logic                      s_axi_awvalid,
  output logic                      s_axi_awready,
  input  logic [DATA_WIDTH-1:0]     s_axi_wdata,
  input  logic [DATA_WIDTH/8-1:0]   s_axi_wstrb,
  input  logic                      s_axi_wvalid,
  output logic                      s_axi_wready,
  output logic [1:0]                s_axi_bresp,
  output logic                      s_axi_bvalid,
  input  logic                      s_axi_bready,
  input  logic [ADDR_WIDTH-1:0]     s_axi_araddr,
  input  logic [2:0]                s_axi_arprot,
  input  logic                      s_axi_arvalid,
  output logic                      s_axi_arready,
  output logic [DATA_WIDTH-1:0]     s_axi_rdata,
  output logic [1:0]                s_axi_rresp,
  output logic                      s_axi_rvalid,
  input  logic                      s_axi_rready
);
  axi4_lite_if #(
    .ADDR_WIDTH (ADDR_WIDTH),
    .DATA_WIDTH (DATA_WIDTH)
  ) axi_bus (
    .aclk    (aclk),
    .aresetn (aresetn)
  );
  assign axi_bus.awaddr  = s_axi_awaddr;
  assign axi_bus.awprot  = s_axi_awprot;
  assign axi_bus.awvalid = s_axi_awvalid;
  assign s_axi_awready   = axi_bus.awready;
  assign axi_bus.wdata  = s_axi_wdata;
  assign axi_bus.wstrb  = s_axi_wstrb;
  assign axi_bus.wvalid = s_axi_wvalid;
  assign s_axi_wready   = axi_bus.wready;
  assign s_axi_bresp  = axi_bus.bresp;
  assign s_axi_bvalid = axi_bus.bvalid;
  assign axi_bus.bready = s_axi_bready;
  assign axi_bus.araddr  = s_axi_araddr;
  assign axi_bus.arprot  = s_axi_arprot;
  assign axi_bus.arvalid = s_axi_arvalid;
  assign s_axi_arready   = axi_bus.arready;
  assign s_axi_rdata  = axi_bus.rdata;
  assign s_axi_rresp  = axi_bus.rresp;
  assign s_axi_rvalid = axi_bus.rvalid;
  assign axi_bus.rready = s_axi_rready;
  axi4_lite_slave #(
    .ADDR_WIDTH (ADDR_WIDTH),
    .DATA_WIDTH (DATA_WIDTH)
  ) u_slave (
    .slv (axi_bus.slave)
  );
endmodule : axi4_lite_slave_wrapper
```

## design/flow/run.sh

```bash
#!/bin/bash
# OpenROAD 26Q1-2900-gdf79404cd8, Yosys 0.63+post, stock flow scripts
make -C /OpenROAD-flow-scripts/flow DESIGN_CONFIG=/design/flow/config.mk WORK_HOME=/design/flow/orfs finish
```

==> impl_report.txt <==
PHYSICAL IMPLEMENTATION REPORT
----------------------------------------------------
[Routing]
  Detailed-router iteration count before antenna repair ........................ 4
  Routed Wire Length ........................ 25.71 mm
  Remaining design rule violation count ........................ 0
  Routed vias ........................ 7,181
  Vias per cell ........................ 5.759
  First DRT Iteration DRCs ........................ 285
  Tally of nets with antenna violations remaining after routing ........................ 0
  Antenna Diode Count ........................ 0
  Post-detailed-route wirelength per cell ........................ 20.62 um

[STA]
  Unrepaired setup endpoints after global routing ........................ false
  Crit share post-route ........................ 67.32%
  Post-layout min period ........................ 2.558 ns
  Pins Over Slew Limit ........................ 0
  Worst max-slew margin expressed relative to the limit ........................ 41.31%
  Slew at the pin closest to its max-slew limit ........................ 0.8770 ns
  Setup Total Neg Slack ........................ 0 ns
  Largest clock skew in the final design ........................ 0.01522 ns
  Count of endpoints failing hold in the final timing report ........................ 0
  Highest achievable clock rate ........................ 0.3909 GHz
  Setup WS post-layout ........................ 1.242 ns
  Final Setup Violations ........................ 0

[Floorplan]
  Cell Rows ........................ 54
  Die outline height ........................ 151.9 um
  Standard cell core area ........................ 21,890 sq um
  Die Outline Area ........................ 23,060 sq um
  I/O Pins ........................ 154
  Core Density at Floorplan ........................ 51.30%
  Die X ........................ 151.9 um

[Worst setup path]
  Critical path peak fanout ........................ 8
  Reg-to-Reg End ........................ u_slave.reg_irq_en[29]
  Beginning of the worst register-to-register path ........................ u_slave.aw_addr_q[17]
  Worst Reg-to-Reg Cells ........................ 4
  Data required time of the critical path ........................ 4.20 ns
  Register-to-register path setup slack ........................ 1.24 ns
  Setup Crit Path Kind ........................ reg2reg
  Crit. End Element ........................ flip-flop
  Arrival @ worst endpoint ........................ 2.96 ns
  Crit start category ........................ flip-flop

[Power]
  Combinational group share of total power ........................ 10.6%
  Part of the total power dissipated in sequential elements ........................ 47.3%
  Switching fraction of total power ........................ 22.27%
  Net load switching power ........................ 0.001458 W
  Power density normalized to cell area ........................ 466.2 nW/um^2
  Largest vdd supply drop ........................ 0.0002972 V
  Total power of the final layout ........................ 0.006548 W
  Share of total power in the clock network ........................ 42.1%
  P_int ........................ 0.005089 W
  LEAKAGE ........................ 6.654 nW

[Logic synthesis]
  Register share after synthesis ........................ 59.95%
  Cells after synthesis ........................ 781
  Yosys warning count ........................ 24
  Top cells by count, synth ........................ sky130_fd_sc_hd__dfrtp_1, sky130_fd_sc_hd__mux2_2, sky130_fd_sc_hd__nand2_1
  Most common flop cell mapped by yosys ........................ sky130_fd_sc_hd__dfrtp_1
  Synth Cell Area ........................ 11,230 sq um
  Asr flop ratio synth ........................ 100.0%
  Post-synth cell types ........................ 51
  Number of flip-flops and latches in the synthesized netlist ........................ 269
  Cell accounting for the most synthesized area ........................ sky130_fd_sc_hd__dfrtp_1
  Number of cells in Yosys stat ........................ 781
  Average cell area after synthesis ........................ 14.38 sq um
  Total cell area reported by yosys after synthesis ........................ 11,230 sq um
  Most area-consuming cells after synthesis ........................ sky130_fd_sc_hd__dfrtp_1, sky130_fd_sc_hd__mux2_2, sky130_fd_sc_hd__mux2i_1
  Dominant cell by count in the synthesized netlist ........................ sky130_fd_sc_hd__dfrtp_1
  Number of enable-type register cells in the synthesized netlist ........................ 0
  Area share of the largest cell type after synthesis ........................ 59.71%

[Status]
  Result of the run ........................ complete, no violations

[CTS]
  Sinks on the clock net ........................ 269
  CTS Buffer Depth ........................ 3
  CTS H-tree depth ........................ 1
  # Post-CTS Setup Buffers ........................ 0
  TritonCTS clock tree ........................ yes
  Root buffer selected by CTS ........................ sky130_fd_sc_hd__clkbuf_16
  Register clock-pin slew on the reported worst setup and hold paths ........................ 0.06 ns
  Number of clock buffers inserted by TritonCTS ........................ 28
  Worst-skew pair later-pin latency ........................ 0.54 ns
  Post_cts resized ........................ 0
  Number of buffers added to fix hold violations after cts ........................ 0

[Place]
  Final RePlAce weighted congestion ........................ 0.8026
  Placed Cells incl. Taps ........................ 1,196
  IO buf count ........................ 141
  Pre-CTS setup slack ........................ 0.7941 ns
  Final HPWL from detailed placement ........................ 16.46 mm

[Job]
  Max Cap Violations ........................ 0
  Tool Warnings ........................ 38

[Final layout]
  Layout cell share with drive strength beyond 1 ........................ 31.75%
  Final std cells w/o fill ........................ 1,247
  Area added between synthesis and finish ........................ 25.04%

[GRT]
  GRT Overall Usage ........................ 24.26%
  Wire length of the first global-routing pass ........................ 42.01 mm
  Number of global-route vias before repair ........................ 7,588
  Initial antenna violation count ........................ 0
  Total congestion overflow ........................ 0
  Maximum number of pins on one net before global-route repair ........................ 108

[Worst hold path]
  Worst min-delay path class ........................ in2async

----------------------------------------------------
[stage by stage]
stage          utilization [%]  cell area (sq um)  hold WS (ns)
6_report                 64.15              14040        0.1662
5_1_grt                  64.15              14040        0.2151
4_1_cts                  64.15              14040        0.1950
3_5_place_dp             59.83              13100        0.3791
3_3_place_gp             59.83              13100        0.3769
2_1_floorplan                -              11230        0.3653
[worst max-delay path by stage]
| stage | from | end | slack [ns] |
|---|---|---|---|
| finish | u_slave.aw_addr_q[17] | u_slave.reg_irq_en[29] | 1.24 |
| global route | u_slave.aw_addr_q[17] | u_slave.reg_irq_en[30] | 1.03 |
| CTS | u_slave.aw_addr_q[17] | u_slave.reg_irq_en[29] | 1.21 |
[cells in the final DEF, fill, tap and decap left out, drive strengths merged, types with 2 or more instances in the layout]
cell,instances
a21oi,4
a22o,29
a22oi,12
a31oi,2
and3,2
and3b,2
buf,33
bufinv,2
clkbuf,45
clkdlybuf4s50,139
clkinv,4
conb,2
dfrtp,268
inv,3
mux2,205
mux2i,27
nand2,36
nand2b,4
nand3,3
nand4,7
nor2,11
nor2b,4
nor3,11
nor4,39
o21ai,25
o22ai,6
o2bb2ai,23
o31ai,2
or2,2
[cell families after synthesis]
kind of cell | synth area share [%]
DFF | 59.95
muxes | 23.43
and+or+nand+nor | 7.631
AOI/OAI and AO/OA | 7.431
buffers and inverters | 1.526
other | 0.03339
[per-layer routing]
metal	vias to the layer above	share of wire, %	GRT usage (%)
li1	3262	-	-
met1	3670	45	38.53
met2	213	46	36.75
met3	36	6.7	5.987
met4	0	1.8	3.905
met5	-	0	0
[cell type report]
class,instances,area [sq um]
tap,280,350.3
timing repair buffer,172,1657
fill,1562,7848
clock buffer,45,865.8
sequential,269,6733
multi-input combinational,472,4347
inverter,3,11.26
clock inverter,6,80.08
[power groups by stage]
stage	Sequential (W)	Combinational [W]	Clock, W
CTS	0.00310	0.000714	0.00281
global route	0.00311	0.000781	0.00295
finish	0.00309	0.000697	0.00276
[worst max-delay path: stages (launching register included)]
cell,delay (ns)
sky130_fd_sc_hd__dfrtp_1,0.39
sky130_fd_sc_hd__nor4_2,0.48
sky130_fd_sc_hd__and3_1,0.36
sky130_fd_sc_hd__nand4_1,0.66
sky130_fd_sc_hd__mux2_2,0.53
Power and IR drop assume default switching activity.
